[flow/design.v]
module alu(aluA,aluB,ifun,valE,newCC);
    parameter ALUADD = 4'h0;
    parameter ALUSUB = 4'h1;
    parameter ALUAND = 4'h2;
    parameter ALUXOR = 4'h3;
    input[63:0] aluA;
    input[63:0] aluB;
    input[3:0] ifun;
    output[63:0] valE;
    output[2:0] newCC;
    assign valE = ifun==ALUADD ? aluA+aluB:
                  ifun==ALUSUB ? aluB-aluA:
                  ifun==ALUAND ? aluB&aluA:
                  aluB^aluA;
    assign newCC[2] = (valE==0);
    assign newCC[1] = valE[63];
    assign newCC[0] = (aluA[63]==aluB[63])&(valE[63]!=aluB[63])&(ifun==ALUADD) ? 1:
                      (aluA[63]!=aluB[63])&(aluB[63]!=valE[63])&(ifun==ALUSUB) ? 1:
                      0;
endmodule
[flow/run.sh]
#!/bin/bash
# OpenROAD 26Q1-2900-gdf79404cd8, Yosys 0.63+post, stock flow scripts
make -C /OpenROAD-flow-scripts/flow DESIGN_CONFIG=/design/flow/config.mk WORK_HOME=/design/flow/orfs finish
[flow/config.mk]
export PLATFORM = sky130hd
export DESIGN_NAME = alu
export DESIGN_NICKNAME = alu
export VERILOG_FILES = /design/flow/design.v
export SDC_FILE = /design/flow/constraint.sdc
export NUM_CORES = 4
export LEC_CHECK = 1
export CORE_UTILIZATION = 40
[flow/constraint.sdc]
current_design alu

set clk_period 32.2
set clk_io_pct 0.2

create_clock -name clk0 -period $clk_period

set non_clock_inputs [all_inputs -no_clocks]
set_input_delay [expr $clk_period * $clk_io_pct] -clock clk0 $non_clock_inputs
set_output_delay [expr $clk_period * $clk_io_pct] -clock clk0 [all_outputs]
==> impl_metrics.yaml <==
# generated from flow reports
pwr:
  p_per_area_nw_per_um2: 21.2
  p_leak_nw: 5.36
  worst_ir_drop_vdd_mv: 0.0129
  total_power_uw: 287
routing:
  num_vias: 15700
  ant_nets: 0
  finalWirelength_um: 59200
  drtIter0Drc: 2197
  drt_first_pass_iters: 6
  drc_errors: 0
  viasPerCell: 6.70
  wl_per_cell_um: 25.3
  num_antenna_cells: 0
cells_and_area:
  post-route-util_pct: 48.6
  drive_gt1_share_pct: 3.67
  nClkBuffers: 0
  syn2layout_area_growth_pct: 19.5
  final_cell_mix: "a21oi_1, clkdlybuf4s50_1, nor2_1, nand2_1, inv_1"
  flops: 0
  final_common_cell: "a21oi_1"
  fin_area_sq_um: 13500
  final-seq-area_sq_um: 0
placement:
  place.gp.congestion: 1.07
  dpl.hpwl_um: 46400
  port_buffers: 199
  dpl_cell_area_sq_um: 13500
global_route:
  overflow: 0
  track_usage_pct: 40.9
  grt_pass1_vias: 14400
  grt_max_degree: 51
  antenna_found_initial: 1
  grt_pass1_wl_um: 88100
critical_path:
  path_cells: "clkdlybuf4s50_1 -> inv_1 -> ha_1 -> a21oi_1 -> nand2_1 -> a221oi_1 -> nand2_1 -> a211oi_1 -> nor4_1 -> buf_4 -> a21oi_1 -> nand4_1 -> o211a_1 -> o21ai_0 -> or4bb_1 -> nor4_2 -> clkdlybuf4s50_1"
  slowest_delay_ns: 0.72
  arrival_ns: 12.03
  crit_path_start_kind: "input port"
  worst-setup-path-type: "input port to primary output"
  cp_max_fo: 19
  required_ns: 25.76
  cpMaxStageDelayCell: "a211oi_1"
  cp_num_buf_inv: 4
  cp-end-kind: "primary output"
  cp_top_family: "AND-OR/OR-AND gates"
timing:
  slew_headroom_pct: 0.963
  fin_crit_sh_pct: 57.4
  maxSlewViolCount: 0
  max_freq_mhz: 54.1
  finalSetupViolCount: 0
  totalNegativeSetupSlack_ns: 0
  final.min_clock_period_ns: 18.47
  timing.hold.ws_ns: 13.81
  rsz0062_at_grt: "no"
  worst_pin_slew_ns: 1.45
  hold_viol: 0
synthesis:
  synthesis.area_sq_um: 11300
  ys_cells: 1855
  netlist.area_leader.share_pct: 14.1
  yosysUniqueCellTypes: 95
  ys_area_sq_um: 11300
  topCellsByArea: "ha_1, a21oi_1, nor2_1, nand2_1, o21ai_0"
  synthCells: 1855
  ys_seq_share_pct: 0
  ys_warn_count: 0
  synth.avg_cell_area_sq_um: 6.09
  yosys.area.top_type: "ha_1"
floorplan:
  core_sq_um: 27800
  die_w_um: 170
  std_cell_rows: 61
  die_y_um: 170
  ios: 199
  dieArea_sq_um: 28900
  initCoreUtil_pct: 40.7
status:
  outcome: "finished, final reports clean"
clock_network:
  hold_buffers: 0
  ctsResizeCount: 0
  cts_setup_buffers: 0
flow_run:
  tool_warnings: 95
  maxCapViolations: 0
min_path:
  hp-class: "input port to primary output"
[worst paths after layout]
path,start,depth (start not counted),slack (ns),end
max,aluA[29],17,13.73,newCC[2]
min,ifun[0],4,13.81,valE[11]
[cell families after synthesis]
| family | synth area share, % |
|---|---|
| and+or+nand+nor | 30.1 |
| AOI/OAI and AO/OA | 42.9 |
| adders and majority gates | 14.4 |
| muxes | 2.36 |
| xor gates and xnor gates | 1.40 |
| buffers and inverters | 8.89 |
[area by class of cell]
| class | count | area [sq um] |
|---|---|---|
| tap | 378 | 473 |
| timing repair buffer | 226 | 2180 |
| inverter | 142 | 533 |
| fill | 2942 | 14300 |
| multi-input combinational | 1596 | 10300 |
[metal layers]
layer  share of wire [%]  track usage (%)
met1                  41             56.3
met2                  41             60.9
met3                  12             9.19
met4                 5.3             18.1
met5               0.022                0
[through the flow]
step | setup WS, ns | std cells
final | 13.73 | 2342
after CTS | 13.88 | 2342
after detailed placement | 13.90 | 2342
after floorplan | 15.98 | 1855
after global routing | 13.46 | 2342
after global placement | 13.83 | 2342
[cells in the mapped netlist (17+ instances only)]
| cell type | number |
|---|---|
| clkbuf_1 | 87 |
| mux2i_1 | 21 |
| nand3_1 | 45 |
| o21ai_1 | 20 |
| o211ai_1 | 25 |
| a211oi_1 | 26 |
| o22ai_1 | 17 |
| nor2_1 | 190 |
| o21a_1 | 20 |
| o31ai_1 | 40 |
| nor3_1 | 64 |
| nor4_1 | 38 |
| buf_2 | 20 |
| nand4_1 | 39 |
| nor2b_1 | 27 |
| a21o_1 | 26 |
| a31oi_1 | 31 |
| nand2b_1 | 23 |
| o21ai_0 | 124 |
| and3_1 | 22 |
| ha_1 | 127 |
| a21oi_1 | 207 |
| o21bai_1 | 23 |
| nand2_1 | 167 |
| inv_1 | 137 |
[power by group]
group / internal, mW / switching (mW)
Sequential: 0 / 0
Combinational: 0.109 / 0.177
Clock: 0 / 0
No activity file was given, so power comes from the tool's default toggle rates.
