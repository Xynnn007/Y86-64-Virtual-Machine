**./config.mk**
```make
export PLATFORM = sky130hd
export DESIGN_NAME = registerFile
export DESIGN_NICKNAME = registerFile
export VERILOG_FILES = /design/flow/design.v
export SDC_FILE = /design/flow/constraint.sdc
export NUM_CORES = 4
export LEC_CHECK = 1
export CORE_AREA = 10 10 703 703
export DIE_AREA = 0 0 713 713
```
**./run.sh**
```bash
#!/bin/bash
# OpenROAD 26Q1-2900-gdf79404cd8, Yosys 0.63+post, stock flow scripts
make -C /OpenROAD-flow-scripts/flow DESIGN_CONFIG=/design/flow/config.mk WORK_HOME=/design/flow/orfs finish
```
**./design.v**
```verilog
`timescale 1ns / 1ps
module cenrreg(in,out,set,reset,reVal,clock); 
    parameter width = 8; 
    input[width-1:0] in; 
    input set; 
    input reset; 
    input clock; 
    output[width-1:0] out; 
    reg [width-1:0] out;
    input [width-1:0] reVal;
    always@(posedge clock) 
    begin
        if(set) 
            out <= in;
        if(reset) 
            out <= reVal;
     end            
endmodule
module registerFile(srcA,srcB,valA,valB,dstE,valE,dstM,valM,reset,clock,rax,rcx,rdx,rbx,rsp,rbp,rsi,rdi,r8,r9,r10,r11,r12,r13,r14);
    parameter valSize = 64;
    parameter regAddr = 4;
    parameter IRAX = 4'h0;
    parameter IRCX = 4'h1;
    parameter IRDX = 4'h2;
    parameter IRBX = 4'h3;
    parameter IRSP = 4'h4;
    parameter IRBP = 4'h5;
    parameter IRSI = 4'h6;
    parameter IRDI = 4'h7;
    parameter IR8 = 4'h8;
    parameter IR9 = 4'h9;
    parameter IRA = 4'ha;
    parameter IRB = 4'hb;
    parameter IRC = 4'hc;
    parameter IRD = 4'hd;
    parameter IRE = 4'he;
    parameter RNONE = 4'hf;
    output[valSize-1:0]rax,rcx,rdx,rbx,rsp,rbp,rdi,rsi,r8,r9,r10,r11,r12,r13,r14;
    input[regAddr-1:0] srcA;
    input[regAddr-1:0] srcB;
    output[valSize-1:0]valA;
    output[valSize-1:0]valB;
    input[regAddr-1:0]dstE;
    input[regAddr-1:0]dstM;
    input[valSize-1:0]valE;
    input[valSize-1:0]valM;
    input reset;
    input clock;
    wire[valSize-1:0]raxData,rbxData,rcxData,rdxData,rspData,rbpData,rsiData,rdiData,r8Data,r9Data,r11Data,r12Data,r13Data,r14Data,r10Data;
    wire raxW,rbxW,rcxW,rdxW,rspW,rbpW,rsiW,rdiW,r8W,r9W,r10W,r11W,r12W,r13W,r14W;
    cenrreg #(64) raxReg(raxData,rax,raxW,reset,64'b0,clock);
    cenrreg #(64) rbxReg(rbxData,rbx,rbxW,reset,64'b0,clock);
    cenrreg #(64) rcxReg(rcxData,rcx,rcxW,reset,64'b0,clock);
    cenrreg #(64) rdxReg(rdxData,rdx,rdxW,reset,64'b0,clock);
    cenrreg #(64) rspReg(rspData,rsp,rspW,reset,64'b1000,clock);
    cenrreg #(64) rbpReg(rbpData,rbp,rbpW,reset,64'b0,clock);
    cenrreg #(64) rsiReg(rsiData,rsi,rsiW,reset,64'b0,clock);
    cenrreg #(64) rdiReg(rdiData,rdi,rdiW,reset,64'b0,clock);
    cenrreg #(64) r8Reg(r8Data,r8,r8W,reset,64'b0,clock);
    cenrreg #(64) r9Reg(r9Data,r9,r9W,reset,64'b0,clock);
    cenrreg #(64) raReg(r10Data,r10,r10W,reset,64'b0,clock);
    cenrreg #(64) rbReg(r11Data,r11,r11W,reset,64'b0,clock);
    cenrreg #(64) rcReg(r12Data,r12,r12W,reset,64'b0,clock);
    cenrreg #(64) rdReg(r13Data,r13,r13W,reset,64'b0,clock);
    cenrreg #(64) reReg(r14Data,r14,r14W,reset,64'b0,clock);
    assign valA = srcA==IRAX ? rax:
                  srcA==IRDX ? rdx:
                  srcA==IRCX ? rcx:
                  srcA==IRBX ? rbx:
                  srcA==IRSP ? rsp:
                  srcA==IRBP ? rbp:
                  srcA==IRSI ? rsi:
                  srcA==IRDI ? rdi:
                  srcA==IR8 ? r8:
                  srcA==IR9 ? r9:
                  srcA==IRA ? r10:
                  srcA==IRB ? r11:
                  srcA==IRC ? r12:
                  srcA==IRD ? r13:
                  srcA==IRE ? r14:
                  0;
    assign valB = srcB==IRAX ? rax:
                  srcB==IRDX ? rdx:
                  srcB==IRCX ? rcx:
                  srcB==IRBX ? rbx:
                  srcB==IRSP ? rsp:
                  srcB==IRBP ? rbp:
                  srcB==IRSI ? rsi:
                  srcB==IRDI ? rdi:
                  srcB==IR8 ? r8:
                  srcB==IR9 ? r9:
                  srcB==IRA ? r10:
                  srcB==IRB ? r11:
                  srcB==IRC ? r12:
                  srcB==IRD ? r13:
                  srcB==IRE ? r14:
                  0;
    assign raxData = dstM == IRAX ? valM:valE;
    assign rdxData = dstM == IRDX ? valM:valE;
    assign rcxData = dstM == IRCX ? valM:valE;
    assign rbxData = dstM == IRBX ? valM:valE;
    assign rspData = dstM == IRSP ? valM : valE;
    assign rbpData = dstM == IRBP ? valM : valE;
    assign rsiData = dstM == IRSI ? valM : valE;
    assign rdiData = dstM == IRDI ? valM : valE;
    assign r8Data = dstM == IR8 ? valM : valE;
    assign r9Data = dstM == IR9 ? valM : valE;
    assign r10Data = dstM == IRA ? valM : valE;
    assign r11Data = dstM == IRB ? valM : valE;
    assign r12Data = dstM == IRC ? valM : valE;
    assign r13Data = dstM == IRD ? valM : valE;
    assign r14Data = dstM == IRE ? valM : valE;
    assign raxW = dstM == IRAX | dstE == IRAX;
    assign rcxW = dstM == IRCX | dstE == IRCX;
    assign rdxW = dstM == IRDX | dstE == IRDX;
    assign rbxW = dstM == IRBX | dstE == IRBX;
    assign rspW = dstM == IRSP | dstE == IRSP;
    assign rbpW = dstM == IRBP | dstE == IRBP;
    assign rsiW = dstM == IRSI | dstE == IRSI;
    assign rdiW = dstM == IRDI | dstE == IRDI;
    assign r8W = dstM == IR8 | dstE == IR8;
    assign r9W = dstM == IR9 | dstE == IR9;
    assign r10W = dstM == IRA | dstE == IRA;
    assign r11W = dstM == IRB | dstE == IRB;
    assign r12W = dstM == IRC | dstE == IRC;
    assign r13W = dstM == IRD | dstE == IRD;
    assign r14W = dstM == IRE | dstE == IRE;
endmodule
```
**./constraint.sdc**
```tcl
current_design registerFile

set clk_period 15.7
set clk_io_pct 0.2

create_clock -name clk0 -period $clk_period [get_ports {clock}]

set non_clock_inputs [all_inputs -no_clocks]
set_input_delay [expr $clk_period * $clk_io_pct] -clock clk0 $non_clock_inputs
set_output_delay [expr $clk_period * $clk_io_pct] -clock clk0 [all_outputs]
```
==> impl_metrics.toml <==
# physical design summary
[timing]
fin_tns_setup_ns = 0
worst_pin_slew_ns = 1.48
period_minus_slack_ns = 11.54
finalCritPeriodShare_pct = 73.5
max_freq_mhz = 86.6
relSlewSlack_pct = 0.632
slew_viol_final = 0
setup_violations = 0
hold_viol = 0
rsz0062_at_grt = "no"
finalClockSkew_ns = 0
fin_ws_ns = 4.16

[synth]
edf_count = 0
synth_cells = 7601
yosys-top-cells-area = "dfxtp_1 (31%), mux2i_1 (18%), a211oi_1 (12%)"
yosys_warnings = 1
ys.flops = 960
postSynthAreaPerCell_um2 = 8.20
ys_area_um2 = 62400
synthArstFlopShare_pct = 0
synth_seq_share_pct = 30.8
ys_types = 90
top_cells_by_count = "nor2_1 (1222), mux2i_1 (1133), a211oi_1 (1002)"
most_common_cell = "nor2_1"
ys_cells = 7601
flop_cell = "dfxtp_1"
syn-cell-area_um2 = 62400
yosysTopAreaCellShare_pct = 30.8
top_area_cell = "dfxtp_1"

[clock_tree]
cts_buffers = 98
post_cts_buffers = 0
clk_pin_slew_ns = 0.07
ctsHtreeMaxLevel = 3
ctsHoldBuffers = 0
cts_max_path_buffers = 3
cts_root_buffer = "clkbuf_16"
cts.sinks = 960
cts_tree = "built"
cts_resized = 0
clock_latency_ns = 0.79

[status]
outcome = "completed"

[global_route]
grt_pass1_vias = 66700
grt_pass1_wl_mm = 774
grt_overflow = 0
grt_max_degree = 157
antenna_found_initial = 122
grt_use_total_pct = 23.4

[pwr]
powerDensity_nw_per_um2 = 84.2
ir_drop_mv = 0.0836
p_leak_uw = 0.0280

[setup_path]
worstPathCellList = "buf_8, buf_4, and2b_4, buf_4, buf_4, a22oi_1, o32ai_1, a22oi_1, o31ai_1, buf_4, clkdlybuf4s50_1"
cp-start-kind = "primary input"
path_class = "in2out"
cpPeakStageDelay_ns = 1.19
crit_path_top_delay_cell = "o31ai_1"
r2r_cells = 2
crit_required_ns = 12.56
cp-end-kind = "primary output"
r2r_end = "r8Reg.out[43]$_SDFFE_PP0P_"
cpMostUsedCell = "buf_4"
worstPathArrival_ns = 8.40
r2r_setup_slack_ns = 14.40
rr_startpoint = "r8Reg.out[43]$_SDFFE_PP0P_"
crit_fanout = 55

[placement]
port_buffers = 1233
dpl.hpwl_mm = 475
pre_cts_ws_ns = 4.35
gp_congestion = 1.00

[route]
routedWlPerCell_um = 41.6
dr_total_vias = 74800
antenna_left = 0
totalWireLength_mm = 617
avgViaCountPerCell = 5.04
drt_iter0_markers = 11000
firstDrtPassIters = 12
drc_errors = 0

[floorplan]
ios = 1234
dieArea_um2 = 508000
initCoreUtil_pct = 13.0
die.size.y_um = 713
core_um2 = 479000
die_w_um = 713
rows = 254

[finish]
layout-drive-gt1-share_pct = 8.87
synthToLayoutAreaGrowth_pct = 35.7

[run]
warnings = 31
drv_cap = 0

[worst_hold_path]
hold_depth = 2
min_from = "rbxReg.out[51]$_SDFFE_PP0P_"
holdPathEnd = "rbxReg.out[51]$_SDFFE_PP0P_"
hp-class = "reg2reg"
[registers in the layout, indices dropped and copies added, names as in the netlist]
register and count:
rbxReg.out 64, rbReg.out 64, rcxReg.out 64, rdReg.out 64, raReg.out 64, rbpReg.out 64, r9Reg.out 64, rsiReg.out 64
reReg.out 64, rcReg.out 64, rspReg.out 64, raxReg.out 64, r8Reg.out 64, rdiReg.out 64, rdxReg.out 64
[kinds of logic after synthesis]
kind of cell           count (synthesis)  synth area share (%)
and+or+nand+nor                     1812                  12.2
muxes                               1250                  20.5
buffers and inverters                964                  7.39
AOI/OAI and AO/OA                   2615                  29.1
DFF                                  960                  30.8
[per-layer routing]
metal / part of all wire, % / track usage, % / vias to the layer above
met5: 0.096 / 0.523 / -
met4: 10 / 17.4 / 43
met3: 15 / 13.2 / 2003
met2: 40 / 33.2 / 6759
met1: 34 / 26.0 / 36100
li1: - / - / 29900
[cell usage in the layout (no fill, tap or decap), types with 23 or more instances in the layout]
cell type / n
a21oi_1: 342
nand2_1: 303
clkbuf_16: 98
nand2b_1: 42
a22o_1: 66
o21ai_0: 373
dfxtp_1: 960
buf_4: 282
o211ai_1: 55
nand4_1: 23
o31ai_1: 34
mux2_2: 100
a211oi_1: 1002
a221oi_1: 55
a222oi_1: 23
clkdlybuf4s50_1: 1224
diode_2: 66
o221ai_1: 61
o22ai_1: 160
nor2_1: 1204
a22oi_1: 222
mux2i_1: 1133
o21ai_1: 35
[worst max-delay path, delay by kind of cell]
family / cells / cell delay (ns)
buffers and inverters: 6 / 2.80
AND/OR/NAND/NOR: 1 / 0.64
AND-OR/OR-AND: 4 / 1.64
[cell type report]
type                            count  area [um2]
Fill cell                       53200      394000
Tap cell                         6400        8010
Sequential cell                   960       19200
Clock buffer                      129        2690
Timing Repair Buffer             1519       14600
Antenna cell                       66         165
Inverter                           22         114
Clock inverter                     45         544
Multi-Input combinational cell   5677       39300
[report_power, final]
| group | leakage [uW] | switching [uW] | internal, uW |
|---|---|---|---|
| Clock | 0.00156 | 1170 | 1320 |
| Combinational | 0.0186 | 1160 | 628 |
| Sequential | 0.00783 | 291 | 2560 |
[through the flow]
stage / power, uW / utilization [%] / hold slack, ns / std cells / cell area (um2)
after floorplan: 3380 / - / 0.525 / 7601 / 62400
after global placement: 4620 / 17.0 / 0.563 / 14600 / 81200
after detailed placement: 4610 / 17.0 / 0.584 / 14600 / 81200
after CTS: 7060 / 17.6 / 0.593 / 14800 / 84400
after global routing: 7220 / 17.7 / 0.625 / 14800 / 84500
final: 7120 / 17.7 / 0.590 / 14800 / 84600
[how the worst max path moves through the flow]
stage / startpoint / end / slack (ns)
after global routing: srcA[0] / valA[59] / 4.20
final: srcA[0] / valA[59] / 4.16
after CTS: srcA[0] / valA[56] / 4.34
Power is estimated from default activity; no workload was simulated.
